==> flow/design.v <==
`timescale 1ns / 1ns
`default_nettype none
module q7_shiftaddmul_solution2(clk, reset, start, b_in, q_in, stop, a_out);
parameter n = 8;
input wire clk;
input wire reset;
input wire start;
input wire [n-1:0]b_in;
input wire [n-1:0]q_in;
output wire stop;
output wire [(n*2)-1:0]a_out;
wire add;
wire shift;
wire q0;
wire load;
Control_Unit M0_Controller(clk, start, reset, q0, add, shift, load, stop);
Datapath_Unit M1_Datapath(clk, reset, shift, add, load, b_in, q_in, q0, a_out);
endmodule
module Datapath_Unit(clk, reset, shift, add, load, input_b, input_q, q0, output_a);
parameter n = 8;
input wire clk;
input wire reset;
input wire shift;  
input wire add;    
input wire load;   
input wire [n-1:0]input_b;
input wire [n-1:0]input_q;
output wire q0;
output reg [(n*2)-1:0]output_a;
reg [(n*2)-1:0]ALU_b;
reg [(n*2)-1:0]ALU_q;
assign q0 = ALU_q[0];
always @(posedge clk or posedge reset) begin
if(reset) begin
ALU_b <= 0;
ALU_q <= 0;
output_a <= 0;
end
else if(load) begin
ALU_b <= input_b;
ALU_q <= input_q;
output_a <= 0;
end
else if(q0) begin
output_a <= output_a + ALU_b;
ALU_b = ALU_b << 1;
ALU_q = ALU_q >> 1;
end
else if(shift) begin
ALU_b = ALU_b << 1;
ALU_q = ALU_q >> 1;
end
end
endmodule
module Control_Unit(clk, start, reset, q0, add, shift, load, stop);
parameter n = 8;
input wire clk;
input wire start;
input wire reset;
input wire q0;
output reg add;
output reg shift;
output reg load;
output reg stop;
reg [3:0]ps, ns;
parameter s0 = 0, s1 = 1, s2 = 2, s3 = 3, s4 = 4, s5 = 5, s6 = 6, s7 = 7, s8 = 8;
always @(posedge clk or posedge reset) begin
if(reset) begin
stop = 0;
ps <= s0;
end
else begin
ps <= ns;
end
end
always @(ps, start, q0) begin
shift = 0;
add = 0;
load = 0;
case(ps)
s0: if(start) begin ns <= s1; load = 1; end
    else ns <= s0;
s1: if(q0) begin add = 1; ns <= s2;end
    else begin shift = 1; ns <= s3;end
s2: begin shift = 1; ns <= s3;end
s3: if(q0) begin add = 1; ns <= s4;end
    else begin shift = 1; ns <= s5;end
s4: begin shift = 1; ns <= s5;end
s5: if(q0) begin add = 1; ns <= s6;end
    else begin shift = 1; ns <= s7;end
s6: begin shift = 1; ns <= s7;end
s7: if(q0) begin add = 1; ns <= s8;end
    else begin ns <= s8;end
s8: if(start) begin load = 1;ns <= s1;end
    else begin ns <= s8;stop = 1;end
default: begin ns <= s0; end
endcase
end
endmodule
==> flow/run.sh <==
#!/bin/bash
# OpenROAD 26Q1-2900-gdf79404cd8, Yosys 0.63+post, stock flow scripts
make -C /OpenROAD-flow-scripts/flow DESIGN_CONFIG=/design/flow/config.mk WORK_HOME=/design/flow/orfs finish
==> flow/config.mk <==
export PLATFORM = sky130hd
export DESIGN_NAME = q7_shiftaddmul_solution2
export DESIGN_NICKNAME = q7_shiftaddmul_solution2
export VERILOG_FILES = /design/flow/design.v
export SDC_FILE = /design/flow/constraint.sdc
export NUM_CORES = 4
export LEC_CHECK = 1
export CORE_UTILIZATION = 50
==> flow/constraint.sdc <==
current_design q7_shiftaddmul_solution2

set clk_period 9.2
set clk_io_pct 0.2

create_clock -name clk0 -period $clk_period [get_ports {clk}]

set non_clock_inputs [all_inputs -no_clocks]
set_input_delay [expr $clk_period * $clk_io_pct] -clock clk0 $non_clock_inputs
set_output_delay [expr $clk_period * $clk_io_pct] -clock clk0 [all_outputs]
==> run_results.csv <==
group,metric,value,unit
clock_network,ctsHoldBuffers,0,
synthesis,ys_types,42,
placed_design,portBuffers,34,
final_timing,worst_pin_slew,791.6,ps
placed_design,gp_congestion,0.8853,
flow_run,tool_warnings,26,
power,power_leakage,1.608,nW
final_timing,rsz0062_at_grt,"no",
synthesis,ff_type,"dfrtp_1",
power,ir_drop,0.00009118,V
die,rows,27,
placed_design,dp_worst_setup_slack,5067,ps
die,fp-utilization,0.5324,
clock_network,cts-buffers-inserted,5,
synthesis,async_flop_share,1.000,
route,drtIter0Drc,133,
worst_hold_path,min_path_type,"flop to flop",
synthesis,synth_flops,56,
final_timing,fin_crit_sh,0.4091,
placed_design,dp_hpwl,4030,µm
global_routing,track_usage,0.2161,
final_timing,worst_slack,5436,ps
worst_setup_path,required,9450,ps
clock_network,cts-root-buf,"clkbuf_8",
route,detail-route-antenna-nets,0,
synthesis,yosysSeqAreaShare,0.4642,
global_routing,grt_pass1_wl,10520,µm
final_timing,maxSlewHeadroom,0.4690,
final_timing,drv_slew,0,
cells_and_area,area_growth,16.23,%
route,vias,2430,
clock_network,cts_sinks,56,
synthesis,area_leaders,"dfrtp_1, nand2_1, ha_1",
final_timing,finalSetupTns,0,ps
clock_network,cts_htree_levels,2,
die,io_pins,36,
worst_setup_path,cp_top_family,"buffers and inverters",
worst_setup_path,critical_path_class,"primary input to flop",
route,avgRoutedWirePerCell,13.84,µm
flow_run,cap_violations,0,
synthesis,synth.top_cell.area_share,0.4555,
power,power.density,113.5,nW/µm²
clock_network,postCtsSetupRepairBufs,0,
outcome,status,"finished, final reports clean",
clock_network,cts.repair.resized,0,
global_routing,grt_pass1_vias,2226,
clock_network,cts.path.max_buffers,2,
final_timing,hold_ws,438.5,ps
worst_setup_path,crit_path_start_kind,"primary input",
final_timing,period_minus_slack,3764,ps
route,drc_errors,0,
synthesis,syn-instance-count,337,
die,fp.dieW,79.74,µm
cells_and_area,n_fill_cell,491,
synthesis,yosysWarnings,3,
worst_setup_path,end_kind,"flop",
synthesis,post-synth-top-area-cell,"dfrtp_1",
clock_network,cts_tree,"built",
synthesis,avgSynthCellArea,8.966,µm²
final_timing,clock_skew,12.06,ps
route,wirelength,6063,µm
worst_setup_path,crit_path_top_delay_cell,"clkinv_1",
die,chipArea,6358,µm²
cells_and_area,layout-drive-gt1-share,0.06831,
worst_setup_path,slowest_delay,740,ps
final_timing,hold_violations,0,
die,die_h,79.74,µm
clock_network,clkTransAtPathRegs,100,ps
worst_setup_path,worstPathMaxFanout,40,
synthesis,yosys_cells,337,
route,num_antenna_cells,0,
global_routing,antenna_found_initial,0,
clock_network,worstSkewPairLatency,310,ps
route,viasPerCell,5.548,
worst_setup_path,crit_arrival,4010,ps
synthesis,synthesis.area,3022,µm²
die,core_area,5675,µm²
worst_setup_path,critical_path.cell_chain,"clkdlybuf4s50_1, o21ai_2, buf_4, clkinv_1, nor3_1, a211o_1",
final_timing,setup_viol,0,
synthesis,edf_count,0,
global_routing,overflow,0,
synthesis,yosys_area,3022,µm²
global_routing,grt_start_max_net_pins,57,
worst_setup_path,cp.buffers_inverters,3,
route,drt_first_pass_iters,4,
final_timing,fmax,0.2657,GHz
## sequential cells by signal, summed over array words and instances (netlist names)
| register | flops |
|---|---|
| M0_Controller.ps | 9 |
| M1_Datapath.ALU_b | 16 |
| M1_Datapath.ALU_q | 15 |
| M1_Datapath.output_a | 16 |
## through the flow
stage / instances / utilization / power [mW] / area, µm²
after floorplan: 337 / - / 0.2549 / 3022
after global placement: 430 / 0.6021 / 0.2643 / 3417
after detailed placement: 430 / 0.6021 / 0.2642 / 3417
after CTS: 438 / 0.6188 / 0.4040 / 3512
after global routing: 438 / 0.6188 / 0.4170 / 3512
final: 438 / 0.6188 / 0.3986 / 3512
## logic make-up (layout without fill, tap and decap cells)
group | count (synthesis) | after routing | synth area share
AND-OR/OR-AND | 86 | 86 | 0.1847
XOR/XNOR | 7 | 7 | 0.02029
adder cells (fa/ha/maj) | 16 | 16 | 0.06874
buffers and inverters | 24 | 53 | 0.03271
flip-flops | 56 | 56 | 0.4642
multiplexers | 9 | 9 | 0.03147
other | 1 | 1 | 0.001241
AND/OR/NAND/NOR | 138 | 138 | 0.1967
## worst reg2reg max path: cells and delay by family, from the launching register on
kind                       cells  cell delay (ps)
AOI/OAI and AO/OA              3              820
adders and majority gates      2              680
DFF                            1              420
and+or+nand+nor                2              290
muxes                          1              230
## cell usage in the layout, fill, tap and decap left out, drive strengths merged, types with 3 or more instances in the layout
cell,count
nand2b,3
nand3,8
mux2i,8
inv,6
nand2,70
and3,4
and2,4
clkbuf,5
ha,15
buf,5
o21a,4
o21ai,16
nor3,8
dfrtp,55
a211oi,6
xnor2,5
o211ai,8
a31oi,14
nor2,34
a21o,6
clkdlybuf4s50,34
a21oi,27
## report_power, final
| part | internal [mW] | switching, mW |
|---|---|---|
| Combinational | 0.00701 | 0.00585 |
| Clock | 0.0556 | 0.0841 |
| Sequential | 0.246 | 0 |
## final timing paths
check	to	startpoint	slack, ps	cells past startpoint
setup / recovery	M1_Datapath.output_a[9]$_DFFE_PP0P_	start	5440	6
min in group asynchronous	M1_Datapath.ALU_b[2]$_DFFE_PP0P_	reset	2030	3
max in group asynchronous	M1_Datapath.output_a[10]$_DFFE_PP0P_	reset	6720	3
setup reg to reg	M1_Datapath.output_a[14]$_DFFE_PP0P_	M1_Datapath.ALU_b[0]$_DFFE_PP0P_	6670	8
hold / removal	M0_Controller.ps[1]$_DFF_PP0_	M0_Controller.ps[8]$_DFF_PP0_	440	1
hold reg to reg	M0_Controller.ps[1]$_DFF_PP0_	M0_Controller.ps[8]$_DFF_PP0_	440	1
## metal layers
layer / GRT usage / up-vias / share of wire
li1: - / 1233 / -
met1: 0.3753 / 1138 / 0.52
met2: 0.3145 / 55 / 0.44
met3: 0.02900 / 4 / 0.036
met4: 0.01607 / 0 / 0.0056
met5: 0 / - / 0
## final cells by class
| cell class | instances | area [µm²] | share of cell area |
|---|---|---|---|
| sequential | 56 | 1403 | 0.3994 |
| tap | 72 | 90.09 | 0.02565 |
| clock buffer | 5 | 68.82 | 0.01959 |
| inverter | 6 | 22.52 | 0.006413 |
| multi-input combinational | 257 | 1524 | 0.4339 |
| clock inverter | 3 | 26.28 | 0.007481 |
| timing repair buffer | 39 | 377.9 | 0.1076 |
## synthesized netlist by cell type (7+ instances only)
cell,count
nor2_1,34
mux2i_1,8
a31oi_1,14
nand3_1,8
clkbuf_1,13
dfrtp_1,55
nand2_1,70
ha_1,15
nor3_1,7
a21oi_1,25
o21ai_0,15
Power and IR drop assume default switching activity.
