[./design.v]
`timescale 1ns / 1ns
`default_nettype none
module q7_shiftaddmul_solution1(start, clk, reset, i_B, i_Q, stop, o_A);
parameter n = 8;
input wire start;
input wire clk;
input wire reset;
input wire [n-1:0]i_B;
input wire [n-1:0]i_Q;
output wire stop;
output [(n*2)-1:0]o_A;
reg stop_reg;
reg [(n*2)-1:0]A;
reg [(n*2)-1:0]B;
reg [(n)-1:0]Q;
reg [n:0]N;
assign o_A = A;
assign stop = stop_reg;
always @(negedge reset) begin
A = 0;
B = 0;
Q = 0;
end
always @(posedge clk) begin
if(!reset) begin
case(start)
1'b0: begin
B = i_B;
Q = i_Q;
N = n;
stop_reg = 0;
A = 0;
end
1'b1: begin
if(Q[0] == 1) begin
A = A + B;
end
N = N - 1;
B = B << 1;
Q = Q >> 1;
end
endcase
if(N == 0) begin
stop_reg = 1;
end
end
end
endmodule
[./run.sh]
#!/bin/bash
# OpenROAD 26Q1-2900-gdf79404cd8, Yosys 0.63+post, stock flow scripts
make -C /OpenROAD-flow-scripts/flow DESIGN_CONFIG=/design/flow/config.mk WORK_HOME=/design/flow/orfs finish
[./config.mk]
export PLATFORM = sky130hd
export DESIGN_NAME = q7_shiftaddmul_solution1
export DESIGN_NICKNAME = q7_shiftaddmul_solution1
export VERILOG_FILES = /design/flow/design.v
export SDC_FILE = /design/flow/constraint.sdc
export NUM_CORES = 4
export LEC_CHECK = 1
export CORE_AREA = 10 10 70 70
export DIE_AREA = 0 0 80 80
[./constraint.sdc]
current_design q7_shiftaddmul_solution1

set clk_period 3.0
set clk_io_pct 0.2

create_clock -name clk0 -period $clk_period [get_ports {clk}]
create_clock -name clk1 -period $clk_period [get_ports {reset}]

set non_clock_inputs [all_inputs -no_clocks]
set_input_delay [expr $clk_period * $clk_io_pct] -clock clk0 $non_clock_inputs
set_output_delay [expr $clk_period * $clk_io_pct] -clock clk0 [all_outputs]
==> qor.yml <==
chipWidth_um: 80
setup_viol: 0
number_of_antenna_violations_at_the_first_check_in_global_routing: 0
layout.cells.most_common: "sky130_fd_sc_hd__conb_1"
postSynthCellCount: 67
core_area_mm2: 0.00342
gp_routability_congestion: 0.732
portBuffers: 2
fin_util_pct: 24.0
gr-usage-all-layers_pct: 4.14
stdcell_area_um2: 818
critPathCaptureType: "register"
worst_slew_pin_slew_ns: 0.642
post_cts_buffers: 0
ys_sh_adder_pct: 1.77
timing.critical_path.to: "stop_reg"
rr_endpoint: "stop_reg"
drtIter0Drc: 33
grt_overflow_total: 0
ys_seq_share_pct: 42.5
grt_pass1_wl_um: 2160
timing.setup.critical_path_class: "in -> reg"
skew_ns: 0.00937
critical_path_arrival_ns: 2.29
drt-total-wl_um: 1280
report.final.hold_viol_count: 0
postLayoutSetupSlackWorst_ns: 0.682
status: "finished clean"
whs_ns: 0.185
ios: 36
post_synth_main_area_contributors: "sky130_fd_sc_hd__edfxtp_1 42%, sky130_fd_sc_hd__buf_4 17%, sky130_fd_sc_hd__xnor2_1 3.7%, sky130_fd_sc_hd__xor2_1 3.7%, sky130_fd_sc_hd__and2_1 3.5%"
ant_nets: 0
layout_top_cells: "16 x sky130_fd_sc_hd__conb_1, 12 x sky130_fd_sc_hd__inv_1, 10 x sky130_fd_sc_hd__edfxtp_1"
layout-drive-gt1-share_pct: 16.5
final_count_of_pins_violating_max_slew: 0
cts_hold_repair.buffers: 0
path_clk_slew_ns: 0.07
post-synth-top-area-cell: "sky130_fd_sc_hd__edfxtp_1"
yosysCellCount: 67
row_count: 21
die.size.y_um: 80
crit_required_ns: 2.97
syn-cell-area_um2: 707
drt_pass1_iterations: 4
detailedPlacementHpwl_um: 858
cts_tree: "built"
detail_route.wl_per_cell_um: 9.76
floorplan.core_util_pct: 20.7
yosys_warnings: 73
detailroute.via_count: 470
fillCellCount: 378
cts.sinks: 10
via_to_cell_ratio: 3.59
warnings: 43
static-leakage-power_nw: 0.345
r2r_setup_slack_ns: 0.97
grt_pass1_vias: 628
ys_sh_aoi_pct: 7.79
cp_max_fo: 13
ctsResizeCount: 0
ys_ff: 10
drcViolationCount: 0
mux_share_pct: 0
largest_register_ffs: 9
pin_count_of_the_biggest_net_entering_global_routing: 14
chip_area_mm2: 0.00640
post_synth_xor_area_fraction_pct: 7.43
final.setup.tns_ns: 0
min_path_type: "clk -> reg"
avgSynthCellArea_um2: 10.6
placement.setup.worst_slack_ns: 0.459
critical_path.startpoint_type: "input port"
logic_family: "simple AND/OR/NAND/NOR gates"
power.density_cell_area_mw_per_mm2: 1050
placedInstanceArea_um2: 717
post_synth_and_or_nand_nor_area_fraction_pct: 20.9
synth_largest_type_area_fraction_pct: 42.5
whs_path_depth: 3
rr_worst_depth: 6
crit_startpoint: "start"
timing.max_slew.rel_slack_pct: 56.1
yosys_area_um2: 707
maximum_resistive_drop_on_vdd_mv: 0.310
area.growth.synth_to_final_pct: 15.8
yosys.cell_types.count: 27
rr_startpoint: "N[0]"
drv.max_cap_violation_count: 0
route.antenna.diode_count: 0
grt_setup_unrepaired: "false"
[area by class of cell]
cell class | count | area, µm² | share of cell area, %
clock buffer | 9 | 67.6 | 8.26
tap | 46 | 57.6 | 7.03
clock inverter | 10 | 37.5 | 4.59
multi-input combinational | 52 | 328 | 40.1
timing repair buffer | 2 | 20.0 | 2.45
inverter | 2 | 7.51 | 0.917
sequential | 10 | 300 | 36.7
[layer usage]
| layer | track usage [%] | up-vias | share of wire (%) |
|---|---|---|---|
| li1 | - | 237 | - |
| met1 | 3.68 | 219 | 42 |
| met2 | 5.78 | 14 | 51 |
| met3 | 3.75 | 0 | 7.0 |
| met4 | 3.17 | 0 | 0 |
| met5 | 0 | - | 0 |
[kinds of logic after synthesis]
family,count (synthesis)
flops,10
fa+ha+maj,1
buf+inv,20
compound gates,7
other cells,1
xor+xnor,6
simple gates,22
[cell usage after synthesis (all sizes together)]
master and count:
and2 4, xor2 3, inv 3, nor4 1, a2111oi 2, buf 16, conb 1, or3 2
o22ai 1, o211ai 1, nor2 2, a21oi 1, ha 1, nor2b 3, edfxtp 10, xnor2 3
nor3b 2, or2b 1, a21boi 1, o21ai 1, clkbuf 1, and4 1, nand3 1, nand2 4
nor3 1
[power breakdown]
part | leakage (nW) | internal [W] | total, W | switching, W
Clock | 0.0959 | 0.000159 | 0.000306 | 0.000147
Combinational | 0.150 | 0.000109 | 0.000212 | 0.000103
Sequential | 0.0996 | 0.000272 | 0.000338 | 0.0000663
Total | 0.345 | 0.000540 | 0.000856 | 0.000316
[worst min-delay path by stage]
| stage | start | end | slack, ns |
|---|---|---|---|
| 5_1_grt | reset | stop_reg | 0.19 |
| 6_report | reset | stop_reg | 0.18 |
| 4_1_cts | reset | stop_reg | 0.19 |
[metrics by stage]
| stage | cells | total power [W] |
|---|---|---|
| after floorplan | 82 | 0.000556 |
| after detailed placement | 113 | 0.000595 |
| after global routing | 131 | 0.000945 |
| final | 131 | 0.000856 |
| after CTS | 131 | 0.000877 |
| after global placement | 113 | 0.000593 |
[critical path: stages]
cell	delay [ns]
sky130_fd_sc_hd__clkdlybuf4s50_1	0.69
sky130_fd_sc_hd__nand2_1	0.08
sky130_fd_sc_hd__a2111oi_0	0.61
sky130_fd_sc_hd__nand3_1	0.14
sky130_fd_sc_hd__o22ai_1	0.16
No activity file was given, so power comes from the tool's default toggle rates.
